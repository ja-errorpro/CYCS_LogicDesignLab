$ cat /design/flow/config.mk
export PLATFORM = sky130hd
export DESIGN_NAME = FullSubstractor
export DESIGN_NICKNAME = FullSubstractor
export VERILOG_FILES = /design/flow/design.v
export SDC_FILE = /design/flow/constraint.sdc
export NUM_CORES = 4
export LEC_CHECK = 1
export CORE_AREA = 10 10 70 70
export DIE_AREA = 0 0 80 80
$ cat /design/flow/constraint.sdc
current_design FullSubstractor

set clk_period 3.1
set clk_io_pct 0.2

create_clock -name clk0 -period $clk_period

set non_clock_inputs [all_inputs -no_clocks]
set_input_delay [expr $clk_period * $clk_io_pct] -clock clk0 $non_clock_inputs
set_output_delay [expr $clk_period * $clk_io_pct] -clock clk0 [all_outputs]
$ cat /design/flow/design.v
module FullSubstractor(x, y, z, D, B);
input [3:0]x, y;
input z;
output [3:0]D, B;
assign D[0] = (~x[0] & ~y[0] & z) | (~x[0] & y[0] & ~z) | (x[0] & ~y[0] & ~z) | (x[0] & y[0] & z);
assign B[0] = (~x[0] & y[0]) | (~x[0] & z) | (y[0] & z);
assign D[1] = (~x[1] & ~y[1] & B[0]) | (~x[1] & y[1] & ~B[0]) | (x[1] & ~y[1] & ~B[0]) | (x[1] & y[1] & B[0]);
assign B[1] = (~x[1] & y[1]) | (~x[1] & B[0]) | (y[1] & B[0]);
assign D[2] = (~x[2] & ~y[2] & B[1]) | (~x[2] & y[2] & ~B[1]) | (x[2] & ~y[2] & ~B[1]) | (x[2] & y[2] & B[1]);
assign B[2] = (~x[2] & y[2]) | (~x[2] & B[1]) | (y[2] & B[1]);
assign D[3] = (~x[3] & ~y[3] & B[2]) | (~x[3] & y[3] & ~B[2]) | (x[3] & ~y[3] & ~B[2]) | (x[3] & y[3] & B[2]);
assign B[3] = (~x[3] & y[3]) | (~x[3] & B[2]) | (y[3] & B[2]);
endmodule
$ cat /design/flow/run.sh
#!/bin/bash
# OpenROAD 26Q1-2900-gdf79404cd8, Yosys 0.63+post, stock flow scripts
make -C /OpenROAD-flow-scripts/flow DESIGN_CONFIG=/design/flow/config.mk WORK_HOME=/design/flow/orfs finish
==> reports/metrics.csv <==
metric,value,unit
synthSimpleGateAreaFrac,0,%
p_leak,0.1818,nW
critical_path_class,primary input to primary output,
grt_pass1_vias,171,
synth.largest_area_cell,fa_1,
rows,21,
top_cell,inv_1,
grt_pass1_wl,986,um
crit_fanout,2,
ant_nets,0,
port_buffers,17,
critical-path-slowest-cell,fa_2,
vias,166,
dr.pass1.iters,2,
pwr-share-seq,0,%
peakVddDrop,0.02324,mV
setup_viol,0,
endpoint_kind,primary output,
yosysUniqueCellTypes,4,
yosys_cells,14,
netlist_area,118.9,um^2
yosys.stat.chipArea,118.9,um^2
coreArea,0.003416,mm^2
drive_gt1_share,43.24,%
relSlewSlack,88.16,%
grt_antenna_before_repair,0,
ff_latch_area,0,um^2
io_pins,17,
gp_congestion,0.7428,
dieHeight,80,um
max_freq,0.3281,GHz
p_total,0.06514,mW
clkPwrFrac,0,%
crit_path_max_incr_delay,0.54,ns
die-area,0.006400,mm^2
ys_seq_share,0,%
power.density,164.2,mW/mm^2
tns,0,ns
ys_sh_mux,0,%
dpl_worst_slack,-0.4333,ns
track_usage,2.086,%
critical_path_arrival,2.43,ns
wl,707,um
dpl_cell_area,369.1,um^2
drv_slew,0,
critical_path_buf_inv_count,3,
grt_max_degree,4,
intPower,0.04605,mW
startpoint_type,primary input,
wl_per_cell,8.518,um
hold_class,primary input to primary output,
yosysWarnings,0,
grt.overflow.total,0,
n_antenna_cell,0,
synthCells,14,
rsz0062_at_grt,false,
crit_chain,"clkdlybuf4s50_1, fa_2, fa_2, inv_2, clkdlybuf4s50_1",
required,2.48,ns
fin_ws,0.05185,ns
top_logic_kind,adder cells,
syn_to_final_growth,233.7,%
ys_sh_aoi,0,%
synth.top_cell.area_share,50.53,%
p_comb_share,100.0,%
fp_util,3.480,%
synthXorXnorAreaFrac,14.74,%
topCellsByArea,"fa_1, inv_1, xnor2_1, maj3_2",
worst_pin_slew,0.1763,ns
cp_top_family,adder cells,
fin_crit_sh,98.33,%
syn_area_per_cell,8.490,um^2
status,"finished, final reports clean",
design_area,396.6,um^2
die-width,80,um
min_period,3.048,ns
hold_violations,0,
warnings,32,
common_cells,"inv_1, fa_1, xnor2_1, maj3_2",
fa_ha_area_share,60.00,%
via_per_inst,2.000,
switching_share,29.32,%
p_switching,0.01910,mW
drt-initial-drc-count,2,
flop-count,0,
max_cap_violations,0,
clockBufferCount,0,
remaining_drc_errors,0,
## cell usage in the layout (no fill, tap or decap)
master           count
buf_4                6
clkbuf_2             1
clkdlybuf4s15_1      2
clkdlybuf4s50_1     10
dlygate4sd2_1        2
dlymetal6s2s_1       2
fa_2                 3
inv_1                3
inv_2                5
maj3_2               1
xnor2_1              2
## final timing paths
path / startpoint / end / slack (ns) / cells after the start
worst max-delay path: y[1] / D[2] / 0.05 / 5
worst min-delay path: z / D[0] / 2.03 / 4
## metrics by stage
stage          utilization (%)  instances  hold slack [ns]
6_report                 11.61         83            2.033
5_1_grt                  11.61         83            2.073
4_1_cts                  11.39         82            2.118
3_5_place_dp             10.81         80            2.320
3_3_place_gp             10.81         80            2.325
2_1_floorplan                -         14            1.344
## cells by family after synthesis
| group | count (synthesis) |
|---|---|
| adder cells (fa/ha/maj) | 4 |
| buffers and inverters | 8 |
| XOR/XNOR | 2 |
## tightest hold or removal path, delay by kind of cell
| family | cells | cell delay (ns) |
|---|---|---|
| buffers and inverters | 3 | 0.60 |
| adders and majority gates | 1 | 0.19 |
## layer usage
layer  part of all wire [%]  track usage [%]  up-vias
met1                     41            2.465       73
met3                     20            1.818        0
li1                       -                -       82
met5                      0                0        -
met2                     39            2.970       11
met4                      0                0        0
## power groups by stage
stage / registers [mW] / logic, mW / clock network, mW
4_1_cts: 0 / 0.0662 / 0
5_1_grt: 0 / 0.0728 / 0
6_report: 0 / 0.0651 / 0
## timing repair
item / in CTS / in global routing
setup endpoints to repair: 5 / 3
gates resized: 15 / 4
hold buffers: 0 / 0
pin swaps: 4 / 3
buffers inserted: 2 / 1
## area by class of cell
| cell class | count | area, um^2 |
|---|---|---|
| inverters | 8 | 30.03 |
| fillers | 400 | 3019 |
| multi-input cells | 6 | 96.34 |
| well taps | 46 | 57.56 |
| repair buffers | 23 | 212.7 |
Power figures rest on the tool's default switching activity, not on a simulated workload.
