`design.v`:
```
module UpDownCounter(clk, reset, control, count);
input clk, reset, control;
output [7:0] count;
reg ctrl;
reg [7:0] count;
always @(posedge clk)
    ctrl <= control;
always @(negedge clk or posedge reset) begin
    if(reset)
        count <= 0;
    else if(ctrl)
        count <= count + 1;
    else
        count <= count - 1;
end
endmodule
```
`run.sh`:
```
#!/bin/bash
# OpenROAD 26Q1-2900-gdf79404cd8, Yosys 0.63+post, stock flow scripts
make -C /OpenROAD-flow-scripts/flow DESIGN_CONFIG=/design/flow/config.mk WORK_HOME=/design/flow/orfs finish
```
`config.mk`:
```
export PLATFORM = sky130hd
export DESIGN_NAME = UpDownCounter
export DESIGN_NICKNAME = UpDownCounter
export VERILOG_FILES = /design/flow/design.v
export SDC_FILE = /design/flow/constraint.sdc
export NUM_CORES = 4
export LEC_CHECK = 1
export CORE_AREA = 10 10 70 70
export DIE_AREA = 0 0 80 80
```
`constraint.sdc`:
```
current_design UpDownCounter

set clk_period 4.5
set clk_io_pct 0.2

create_clock -name clk0 -period $clk_period [get_ports {clk}]

set non_clock_inputs [all_inputs -no_clocks]
set_input_delay [expr $clk_period * $clk_io_pct] -clock clk0 $non_clock_inputs
set_output_delay [expr $clk_period * $clk_io_pct] -clock clk0 [all_outputs]
```
==> out/results.ini <==
[status]
outcome=completed

[power]
p_leak_nw=0.282
switching_share_pct=34.4
power_density_mw_per_mm2=660
seqPwrFrac_pct=31.2
power.switching_w=0.000156
p_comb_share_pct=55.3
p_clk_share_pct=13.5
p_int_w=0.000298
vdd_ir_drop_max_mv=0.130

[run]
openroad.warnings=25
maxCapViolCount=0

[sta]
slew_violations=0
tightest_slew_ns=0.309
rsz0062_at_grt=false
max_slew_margin_pct=79.4
finalClockSkew_ns=0.00903
fin_tns_setup_ns=0
finalHoldViolCount=0
setup_viol=0
whs_ns=0.401

[synth]
ys_seq_share_pct=43.6
area_leaders=dfrtn_1 40%, ha_1 15%, xnor2_1 8.7%
synth-area-yosys_um2=505
synth_area_um2=505
top_cell=dfrtn_1
synth-edff-count=0
synth.distinct_cells=18
yosysCellCount=46
async_reset_ff_share_pct=88.9
synth.top_cells.by_count=8 x dfrtn_1, 6 x ha_1, 5 x a21oi_1, 5 x xnor2_1, 4 x inv_1
syn_inst=46
ys.flop_type=dfrtn_1
synth_area_leader_cell=dfrtn_1
ys_warn_count=1
avgSynthCellArea_um2=11.0
ys.flops=9
top_area_share_pct=39.6

[drt]
drt_iter0_drc=9
totalWireLength_um=978
vias=371
diodes=0
routed_via_density=3.50
firstDrtPassIters=4
final_antenna_net_count=0
remaining_drc_errors=0
routedWlPerCell_um=9.23

[setup_path]
r2r-start=ctrl
worst_setup_path_start_kind=flop
path_buffers=1
critical_path_class=flop to output pin
cpLargestDelayFamily=flip-flops
cp_slowest_cell=dfrtn_1
end_kind=output pin
cp_cell_sequence=clkdlybuf4s50_1
cp_max_fo=5
critPathMaxStageDelay_ns=0.51
worstSetupStartpoint=count[0]
crit_arrival_ns=3.52
critPathRequiredTime_ns=3.60

[global_route]
grt_pass1_wl_um=1770
grt_pass1_vias=383
grt_max_degree=9
antenna_found_initial=0
track_usage_pct=3.36
grt_overflow=0

[place]
hpwl_um=826
place_area_um2=663
numPortBuffers=10
place_congestion=0.862

[floorplanning]
fp-utilization_pct=14.8
die_w_um=80
io_pins=11
die_height_um=80
coreArea_mm2=0.00342
num_rows=21
dieArea_mm2=0.00640

[final_layout]
comb_area_um2=270
area_growth_pct=36.4
ff_latch_area_um2=220
final.fill_count=383
design_area_um2=689
drive_gt1_share_pct=8.33
final_util_pct=20.2

[clocking]
clk_latency_ns=0.26
clock-sinks=9
numCtsBuffers=3
cts_max_level=1
clkTransAtPathRegs_ns=0.05
cts-root-buf=clkbuf_4
cts_setup_buffers=0
cts-resized-gates=0
clk_path_buf_depth=2
cts_hold_buf=0
cts_tree=built

[hold_path]
min_from=count[0]
hold_path_class=flop to flop

[layer usage]
layer	up-vias	track usage, %	wire [µm]
li1	189	-	-
met5	-	0	0
met1	175	4.35	482
met4	0	0.704	10
met3	2	1.14	33
met2	5	5.30	451
[worst paths after layout]
kind,cells after the start,to,slack (ns)
setup reg to reg,6,count[6],0.60
hold reg to reg,1,count[0],0.40
hold / removal,1,count[0],0.40
max in group asynchronous,2,count[5],1.21
min in group asynchronous,2,count[0],3.02
setup / recovery,1,count[0],0.08
[per-stage QoR]
step	instances	power (W)	worst slack [ns]
2_1_floorplan	46	0.000299	0.742
3_3_place_gp	102	0.000396	0.353
3_5_place_dp	102	0.000401	0.337
4_1_cts	106	0.000465	0.0454
5_1_grt	106	0.000510	0.0110
6_report	106	0.000455	0.0759
[power by group through the flow]
stage         Clock (W)  Combinational (W)  Sequential, W
CTS           0.0000650           0.000257       0.000143
global route  0.0000705           0.000291       0.000149
finish        0.0000614           0.000252       0.000142
[layout by cell type, fill, tap and decap left out, drive strengths merged]
cell and instances:
clkbuf 4, clkdlybuf4s50 10, xor2 1, nor2b 1
a21oi 5, inv 4, dfrtn 8, xnor2 5
ha 6, dfxtp 1, a21o 1, nor2 3
nand2 3, o211ai 1, o21ai 2, o21bai 1
a211oi 2, a41oi 1, fa 1
[flip-flops by register name, summed over array words and instances (netlist names)]
name	flops
ctrl	1
count	8
[kinds of logic after synthesis]
| family | synth area share (%) |
|---|---|
| AND/OR/NAND/NOR | 5.69 |
| adder cells (fa/ha/maj) | 18.8 |
| XOR/XNOR | 10.4 |
| flip-flops | 43.6 |
| AND-OR/OR-AND | 18.6 |
| buffers and inverters | 2.97 |
[final cells by class]
| class | instances | area share, % |
|---|---|---|
| timing repair buffer | 10 | 14.5 |
| tap | 46 | 8.35 |
| inverter | 4 | 2.18 |
| clock buffer | 4 | 3.81 |
| multi-input combinational | 33 | 39.2 |
| sequential | 9 | 31.9 |
Power is estimated from default activity; no workload was simulated.
